[flow/config.mk]
export PLATFORM = sky130hd
export DESIGN_NAME = clockDiv
export DESIGN_NICKNAME = clockDiv
export VERILOG_FILES = /design/flow/design.v
export SDC_FILE = /design/flow/constraint.sdc
export NUM_CORES = 4
export LEC_CHECK = 1
export CORE_UTILIZATION = 30
[flow/constraint.sdc]
current_design clockDiv

set clk_period 8.7
set clk_io_pct 0.2

create_clock -name clk0 -period $clk_period [get_ports {clk}]

set non_clock_inputs [all_inputs -no_clocks]
set_input_delay [expr $clk_period * $clk_io_pct] -clock clk0 $non_clock_inputs
set_output_delay [expr $clk_period * $clk_io_pct] -clock clk0 [all_outputs]
[flow/design.v]
module clockDiv(input clk, input[15:0] divider, output clkOut);
	integer counter = 0;
	reg state = 0;
   always@(posedge clk) begin
		counter <= counter + 1;
		if(counter == (divider/ 2)) begin
			counter <= 0;
			state <= ~state;
        end
    end
    assign clkOut = state;
endmodule
module timer(input clk, input [19:0] reset, output [29:0] timeOut);
	reg [29:0] encodeBin = {5'b10100, 5'b10100, 5'b01010, 5'b0, 5'b0, 5'b0};
	integer clockCycles = 1;
	always @(posedge clk) begin
		encodeBin[4:0] = encodeBin[4:0] + 5'b1;
		if(clockCycles % 10 == 0) begin
			encodeBin[9:5] = encodeBin[9:5] + 5'b1;  
			encodeBin[4:0] = 5'b0;  
			if(clockCycles % 100 == 0) begin
				encodeBin[9:5] = 5'b0;  
				encodeBin[14:10] = encodeBin[14:10] + 5'b1;  
				if(clockCycles % 1000 == 0) begin
					encodeBin[14:10] = 5'b0;  
					encodeBin[19:15] = encodeBin[19:15] + 5'b1;  
					if(clockCycles % 10000 == 0) begin
						encodeBin[19:15] = 5'b01010;  
						if(encodeBin[24:20] == 5'b10100) begin encodeBin[24:20] = 5'b0; end
						encodeBin[24:20] = encodeBin[24:20] + 5'b1;  
						if(clockCycles % 100000 == 0) begin
							encodeBin[24:20] = 5'b0;  
							if(encodeBin[29:25] == 5'b10100) begin encodeBin[29:25] = 5'b0; end
							encodeBin[29:25] = encodeBin[29:25] + 5'b1;  
							if(clockCycles == reset) begin
								clockCycles = 0;
								encodeBin[29:15] = {5'b10100, 5'b10100, 5'b01010};
							end
						end
					end
			    end
		    end
        end
		clockCycles = clockCycles + 1;
	end
	assign timeOut = encodeBin;
endmodule
module hexDriver(input [4:0] bin, output reg [7:0] hexOut);
	always @(bin) begin
		case(bin)
			5'b00000: hexOut = 8'b11000000;  
			5'b00001: hexOut = 8'b11111001;  
			5'b00010: hexOut = 8'b10100100;  
			5'b00011: hexOut = 8'b10110000;  
			5'b00100: hexOut = 8'b10011001;  
			5'b00101: hexOut = 8'b10010010;  
			5'b00110: hexOut = 8'b10000010;  
			5'b00111: hexOut = 8'b11111000;  
			5'b01000: hexOut = 8'b10000000;  
			5'b01001: hexOut = 8'b10011000;  
			5'b01010: hexOut = 8'b01000000;  
			5'b01011: hexOut = 8'b01111001;  
			5'b01100: hexOut = 8'b00100100;  
			5'b01101: hexOut = 8'b00110000;  
			5'b01110: hexOut = 8'b00011001;  
			5'b01111: hexOut = 8'b00010010;  
			5'b10000: hexOut = 8'b00000010;  
			5'b10001: hexOut = 8'b01111000;  
			5'b10010: hexOut = 8'b00000000;  
			5'b10011: hexOut = 8'b00011000;  
            5'b10100: hexOut = 8'b11111111;  
        endcase
	end
endmodule
[flow/run.sh]
#!/bin/bash
# OpenROAD 26Q1-2900-gdf79404cd8, Yosys 0.63+post, stock flow scripts
make -C /OpenROAD-flow-scripts/flow DESIGN_CONFIG=/design/flow/config.mk WORK_HOME=/design/flow/orfs finish
==> results.ini <==
[logic_synthesis]
synth_warnings = 1
postSynthSeqShare = 0.407
synth_area_mm2 = 0.00165
top_area_cell = dfxtp_1
ys_area_mm2 = 0.00165
topCellsByArea = dfxtp_1 (39%), xor2_1 (12%), xnor2_1 (11%)
syn_inst = 171
ys_types = 31
avgSynthCellArea_um2 = 9.63
top_area_frac = 0.389
ys_cells = 171
synth_flops = 33

[worst_setup_path]
worst_ep_required_time_ns = 8.70
crit_type = in -> reg
path_cells = clkdlybuf4s50_1 > xor2_1 > or4_4 > nor4_4 > buf_4 > and2_1
critical_path_arrival_ns = 3.28
slowest_delay_ns = 0.43
slowest_stage = or4_4
cp-end-kind = flip-flop
crit_buf_inv = 2
critPathLaunchType = input pin
crit_family = simple AND/OR/NAND/NOR gates
crit_fanout = 17

[sta]
rsz0062_at_grt = false
fin_crit_sh = 0.378
setup_slack_ns = 5.41
finalHoldViolCount = 0
fin_crit_ns = 3.29
fmax_mhz = 304
maxSlewViolCount = 0
tightest_slew_ns = 0.420
slew_headroom = 0.720
setup_viol = 0
fin_skew_ns = 0.00539
tns_ns = 0

[pwr]
switching_share = 0.212
p_leak_nw = 0.798
ir_drop_v = 0.0000728
combPwrFrac = 0.058
internal_power_mw = 0.238
seqPwrFrac = 0.525
pwr_density_cell_mw_per_mm2 = 153
clock_power_share = 0.417
power.switching_mw = 0.0639
power_mw = 0.302

[finish]
stdcell_count = 262
final_core_util = 0.380
drive_gt1_frac = 0.104
syn2layout_area_growth_pct = 20.1

[place]
dp_hpwl_mm = 2.20
routabilityCongestion = 0.763
pre_cts_slack_ns = 5.14
portBuffers = 16
dp.cells = 254

[floorplanning]
ios = 18
rows = 26
die_area_mm2 = 0.00579
die_y_um = 76.1
initial_core_util = 0.316
die_w_um = 76.1
coreArea_mm2 = 0.00520

[clock_tree]
clock_latency_ns = 0.28
clock_sinks = 33
clk_path_buf_depth = 2
cts_setup_buffers = 0
htree_levels = 2
cts_tree = built
cts-root-buf = clkbuf_8
cts-buffers-inserted = 5
cts-hold-fix-buffers = 0
ctsResizeCount = 0
cts.clk_slew.worst_paths_ns = 0.07

[routing]
drt-initial-drc-count = 39
vias_per_cell = 4.73
wl_per_cell_um = 11.7
finalWirelength_mm = 3.07
n_antenna_cell = 0
routed-via-count = 1239
drt_first_pass_iters = 4
drc = 0
drtAntennaViolNets = 0

[global_route]
grt_first_pass_wirelength_mm = 5.39
grt_pass1_vias = 1181
antenna_found_initial = 0
grt_usage = 0.114
grt-ovfl-total = 0
grt_max_degree = 18

[job]
drv_cap = 0
warning_count = 26

[hold_path]
hp-class = reg -> reg

[status]
status = finished, final reports clean

-- sequential cells by signal, summed over array words and instances (netlist names) --
register,flops
state,1
counter,32
-- cell type report --
type                       instances  area, µm²
inverter                           7       26.3
clock inverter                     1       5.00
tap                               70       87.6
clock buffer                       7       96.3
fill                             522       3230
sequential                        33        671
multi-input combinational        126        917
timing repair buffer              18        175
-- power groups by stage --
| stage | clock, mW | combinational (mW) | sequential [mW] |
|---|---|---|---|
| CTS | 0.130 | 0.0178 | 0.158 |
| global route | 0.138 | 0.0193 | 0.159 |
| finish | 0.126 | 0.0176 | 0.158 |
-- per-layer routing --
metal	part of all wire	GRT usage	vias up
met5	0	0	-
met4	0.0059	0.0192	0
met3	0.035	0.0255	3
met2	0.43	0.166	16
met1	0.53	0.178	580
li1	-	-	640
-- worst register-to-register path, stage by stage, from the launching register on --
cell and delay, ns:
dfxtp_1 0.35, nor4_1 0.40, nand4_1 0.22, nor4_4 0.30, buf_4 0.26, and2_1 0.17
-- path summary, 6_finish.rpt --
check                                 start           to  depth (start not counted)  slack, ns
worst max-delay path             divider[9]        state                          6       5.41
worst min-delay path            counter[31]  counter[31]                          1       0.46
worst min register to register  counter[31]  counter[31]                          1       0.46
worst max register to register  counter[19]        state                          5       6.72
-- cell usage after synthesis --
| cell | instances |
|---|---|
| a21boi_0 | 1 |
| a21oi_1 | 12 |
| a21oi_2 | 1 |
| a22oi_1 | 2 |
| and2_1 | 1 |
| and3_1 | 5 |
| and4_1 | 4 |
| buf_1 | 1 |
| buf_2 | 2 |
| buf_4 | 1 |
| buf_6 | 1 |
| dfxtp_1 | 32 |
| edfxtp_1 | 1 |
| ha_1 | 1 |
| inv_1 | 7 |
| nand2_1 | 8 |
| nand3_1 | 9 |
| nand4_1 | 8 |
| nand4_2 | 3 |
| nand4_4 | 1 |
| nor2_1 | 4 |
| nor3_1 | 10 |
| nor3_2 | 1 |
| nor4_1 | 4 |
| nor4_2 | 2 |
| nor4_4 | 1 |
| o21ai_0 | 2 |
| or3_1 | 2 |
| or4_4 | 1 |
| xnor2_1 | 20 |
| xor2_1 | 23 |
-- through the flow --
step                      hold slack [ns]  instance area [µm²]
after global routing                0.475                 1980
final                               0.462                 1980
after global placement              0.445                 1880
after floorplan                     0.432                 1650
after detailed placement            0.450                 1880
after CTS                           0.467                 1980
-- layout by cell type, fill, tap and decap left out, drive strengths merged --
cell type | Yosys | final
buf | 5 | 2
xor2 | 23 | 23
xnor2 | 20 | 20
and3 | 5 | 5
or3 | 2 | 2
a21oi | 13 | 13
dfxtp | 32 | 32
inv | 7 | 7
or4 | 1 | 1
a22oi | 2 | 2
nand4 | 12 | 12
o21ai | 2 | 2
nor3 | 11 | 11
edfxtp | 1 | 1
nor4 | 7 | 7
and2 | 1 | 1
and4 | 4 | 4
clkinv | 0 | 1
a21boi | 1 | 1
ha | 1 | 1
nand3 | 9 | 9
nor2 | 4 | 4
clkdlybuf4s50 | 0 | 16
clkbuf | 0 | 7
nand2 | 8 | 8
-- kinds of logic after synthesis --
kind of cell / synth area share
xor gates and xnor gates: 0.229
AOI/OAI and AO/OA: 0.0616
DFF: 0.407
buffers and inverters: 0.0357
adders and majority gates: 0.00760
and+or+nand+nor: 0.259
Power is estimated from default activity; no workload was simulated.
